`/design/flow/design.v`:
```
`timescale 1ns / 1ps
module ALU(
    input [31:0] A,
    input [31:0] B,
    input [2:0] Control,
    output reg [31:0] Result,
    output Z,
    output N,
    output C,
    output V
    );
	wire [31:0] A_or_B;
	wire [31:0] A_and_B;
	wire [31:0] A_xor_B;
	wire [31:0] not_B;
	wire [31:0] B_aux;
	wire [31:0]  Sum;
	wire [31:0] slt;
	wire Cout;
	assign A_or_B = A | B;
	assign A_and_B = A & B;
	assign A_xor_B = A ^ B;
	assign not_B = ~B;
	assign B_aux = Control[0] ? not_B : B;
	assign {Cout,Sum} = A + B_aux + Control[0];
	assign slt = {31'b0,Sum[31]};
	always@* begin
		case(Control)
			000 : Result = Sum;
			001 : Result = Sum;
			010 : Result = A_and_B;
			011 : Result = A_or_B;
			100 : Result = A_xor_B;
			101 : Result = slt;
			default Result = 0;
        endcase     
	end
	assign Z = &(~Sum);
	assign N = Sum[31];
	assign C = (~Control[1]) & Cout;
	assign V = (~(Control[0] ^ A[31] ^ B[31])) & (A[31] ^ Sum[31]) & (~Control[1]);
endmodule
```
`/design/flow/run.sh`:
```
#!/bin/bash
# OpenROAD 26Q1-2900-gdf79404cd8, Yosys 0.63+post, stock flow scripts
make -C /OpenROAD-flow-scripts/flow DESIGN_CONFIG=/design/flow/config.mk WORK_HOME=/design/flow/orfs finish
```
`/design/flow/config.mk`:
```
export PLATFORM = sky130hd
export DESIGN_NAME = ALU
export DESIGN_NICKNAME = ALU
export VERILOG_FILES = /design/flow/design.v
export SDC_FILE = /design/flow/constraint.sdc
export NUM_CORES = 4
export LEC_CHECK = 1
export CORE_AREA = 10 10 104 104
export DIE_AREA = 0 0 114 114
```
`/design/flow/constraint.sdc`:
```
current_design ALU

set clk_period 20.2
set clk_io_pct 0.2

create_clock -name clk0 -period $clk_period

set non_clock_inputs [all_inputs -no_clocks]
set_input_delay [expr $clk_period * $clk_io_pct] -clock clk0 $non_clock_inputs
set_output_delay [expr $clk_period * $clk_io_pct] -clock clk0 [all_outputs]
```
==> impl_metrics.env <==
# source this file to load flow results
export IMPL_outcome="complete, no violations"
export IMPL_rsz0062_at_grt="false"
export IMPL_io_pins=103
export IMPL_worst_setup_path_type="in -> out"
export IMPL_drt_initial_drc_count=108
export IMPL_setup_viol=0
export IMPL_wl_mm=9.58
export IMPL_fin_crit_sh_pct=60.2
export IMPL_dpl_instance_area_um2=3770
export IMPL_num_vias=3153
export IMPL_drive_gt1_share_pct=1.63
export IMPL_top_cells_by_count="a21oi_1 (43), nor2_1 (43), xor2_1 (41)"
export IMPL_yosys_top_cells_area="ha_1 (16%), xor2_1 (13%), a21oi_1 (8.0%), nor2_1 (6.0%), o21ai_0 (5.4%)"
export IMPL_grt_ovfl_total=0
export IMPL_use_met3_pct=2.34
export IMPL_drc=0
export IMPL_top_usage_layer="met2"
export IMPL_die_w_um=114
export IMPL_crit_fanout=5
export IMPL_pre_cts_ws_ns=8.02
export IMPL_tool_warnings=35
export IMPL_timing_final_ws_setup_ns=8.04
export IMPL_post_route_min_period_ns=12.16
export IMPL_core_util_floorplan_pct=30.9
export IMPL_die_h_um=114
export IMPL_arrival_ns=8.12
export IMPL_fp_coreArea_um2=8680
export IMPL_postCtsHoldBufs=0
export IMPL_cts_setup_buffers=0
export IMPL_regArea_um2=0
export IMPL_chip_area_um2=13000
export IMPL_rows=34
export IMPL_port_buffers=103
export IMPL_syn_avg_cell_area_um2=6.57
export IMPL_ir_worst_vdd_uv=15.4
export IMPL_routedWlPerCell_um=16.0
export IMPL_timing_final_max_slew_violations=0
export IMPL_yosysSeqAreaShare_pct=0
export IMPL_cap_viol_max_count=0
export IMPL_synthToLayoutAreaGrowth_pct=40.5
export IMPL_timing_worst_slew_pin_value_ns=0.604
export IMPL_power_density_nw_per_um2=41.9
export IMPL_hold_violations=0
export IMPL_final_setup_tns_ns=0
export IMPL_ys_cells=408
export IMPL_grt_pass1_vias=3198
export IMPL_start_kind="input port"
export IMPL_grtUsageMet1_pct=18.5
export IMPL_hpwl_mm=8.11
export IMPL_netlist_area_um2=2680
export IMPL_grt_max_degree=33
export IMPL_yosysUniqueCellTypes=60
export IMPL_required_ns=16.16
export IMPL_ys_warn_count=1
export IMPL_track_usage_pct=14.1
export IMPL_max_freq_mhz=82.3
export IMPL_synth_top_cell_area_share_pct=15.9
export IMPL_flop_count=0
export IMPL_grt_antenna_before_repair=0
export IMPL_cts_repair_resized=0
export IMPL_drtAntennaViolNets=0
export IMPL_leakage_nw=1.50
export IMPL_globalplace_congestion=0.906
export IMPL_relSlewSlack_pct=59.7
export IMPL_grt_pass1_wl_mm=15.7
export IMPL_clock_buffers=0
export IMPL_insertedDiodeCount=0
export IMPL_synth_chip_area_um2=2680
export IMPL_cp_end_kind="primary output"
export IMPL_dr_pass1_iters=4
export IMPL_synth_cells=408
export IMPL_design_area_um2=3770
export IMPL_largest_area_cell="ha_1"
export IMPL_grtUsageMet2_pct=25.1
export IMPL_hold_class="in -> out"
export IMPL_via_per_inst=5.26
-- path summary, 6_finish.rpt --
path	endpoint	start	slack, ns	cells after the start
max	Z	B[0]	8.04	14
min	V	Control[1]	9.04	3
-- stage by stage --
step                std cells  power, mW  hold WS, ns  utilization, %
detailed placement        600      0.157         9.05            43.4
finish                    600      0.158         9.04            43.4
global placement          600      0.159         9.05            43.4
global route              600      0.177         9.08            43.4
floorplan                 408      0.103         8.09               -
CTS                       600      0.159         9.05            43.4
-- power breakdown --
group	switching (mW)	leakage, nW	internal, mW	total [mW]
clock network	0	0	0	0
logic	0.0841	1.50	0.0737	0.158
registers	0	0	0	0
-- cell families (layout without fill, tap and decap cells) --
| group | count (synthesis) | in the layout | synth area share, % |
|---|---|---|---|
| simple gates | 157 | 157 | 29.5 |
| compound gates | 132 | 132 | 31.8 |
| xor+xnor | 51 | 51 | 16.7 |
| fa+ha+maj | 35 | 35 | 16.6 |
| buf+inv | 31 | 115 | 4.67 |
| mux | 2 | 2 | 0.747 |
-- layout by cell type (no fill, tap or decap), types with 6 or more instances in the layout --
cell type and n:
nand2_1 32, nor2_1 43, clkdlybuf4s50_1 102, nand2b_1 6
xnor2_1 10, nand3_1 11, o21ai_0 29, a21o_1 12
nor3_1 20, a21oi_1 43, inv_1 11, ha_1 34
nand4_1 9, a31oi_1 7, xor2_1 41
-- metal layers --
metal	up-vias	share of wire, %	routed length (µm)
met2	79	49	4720
met1	1392	45	4270
li1	1682	-	-
met5	-	0	0
met4	0	0	0
met3	0	6.2	591
-- area by class of cell --
class                      instances  area [µm²]
fill                             922        4910
inverter                          11        41.3
multi-input combinational        377        2560
tap                              108         135
timing repair buffer             104        1030
-- critical path, stage by stage --
cell and delay (ns):
clkdlybuf4s50_1 0.51, mux2i_1 0.40, inv_1 0.10, fa_1 0.41, a21o_1 0.21, a221o_1 0.39, a311oi_4 0.46, nor4_1 0.13
or3_1 0.34, a32oi_1 0.22, nand4_1 0.14, nand4b_1 0.19, nor2_1 0.10, clkdlybuf4s50_1 0.49
Power is estimated from default activity; no workload was simulated.
