### flow/design.v
`timescale 1ns / 1ps
module regFile(
    input clk,
    input writeEn,
    input rstn,
    input [4:0] readReg1,
    input [4:0] readReg2,
    input [4:0] writeReg,
    input [31:0] dataWrite,
    output [31:0] read1,
    output [31:0] read2
    );
    reg [31:0] register [31:0];
    assign read1 = rstn ? register[readReg1] : 0;
    assign read2 = rstn ? register[readReg2] : 0;
    always@(posedge clk) begin
        if(writeEn)
            register[writeReg] <= dataWrite;          
    end
endmodule
### flow/run.sh
#!/bin/bash
# OpenROAD 26Q1-2900-gdf79404cd8, Yosys 0.63+post, stock flow scripts
make -C /OpenROAD-flow-scripts/flow DESIGN_CONFIG=/design/flow/config.mk WORK_HOME=/design/flow/orfs finish
### flow/config.mk
export PLATFORM = sky130hd
export DESIGN_NAME = regFile
export DESIGN_NICKNAME = regFile
export VERILOG_FILES = /design/flow/design.v
export SDC_FILE = /design/flow/constraint.sdc
export NUM_CORES = 4
export LEC_CHECK = 1
export CORE_UTILIZATION = 50
### flow/constraint.sdc
current_design regFile

set clk_period 6.3
set clk_io_pct 0.2

create_clock -name clk0 -period $clk_period [get_ports {clk}]

set non_clock_inputs [all_inputs -no_clocks]
set_input_delay [expr $clk_period * $clk_io_pct] -clock clk0 $non_clock_inputs
set_output_delay [expr $clk_period * $clk_io_pct] -clock clk0 [all_outputs]
==> results.txt <==
Synthesis and place-and-route results.

- The run finished with clean final reports.
- The data arrival time of the worst path is 4.37 ns.
- Per the Yosys statistics, synthesis produced 2,323 cells.
- The number of DRC markers after the initial detailed-route iteration is about 1.5k.
- The top logic cell family in the synthesized netlist is multiplexers.
- The number of sinks on the clock net is 1,024.
- The floorplan die area is 0.0957 sq mm.
- The highest cell delay on the worst timing path is 0.91 ns.
- The total tool warning count is 26.
- Routability-driven placement finished with a final weighted congestion of around 0.89.
- By instance count after routing, the leading logic cell types are sky130_fd_sc_hd__edfxtp_1 (1,024), sky130_fd_sc_hd__mux4_2 (448), sky130_fd_sc_hd__mux2i_1 (128), sky130_fd_sc_hd__mux2_2 (128), sky130_fd_sc_hd__buf_4 (124).
- The number of logic stages on the critical path including buffering is 6.
- The vertical extent of the die is 309 um.
- Setup repair after global routing left no endpoint under its margin.
- The number of cells traversed by the worst hold path is 2.
- Listed in order, past its start point the critical path passes buf_6 > buf_12 > and2_2 > a22oi_1 > a31oi_1 > clkdlybuf4s50_1.
- The layout cell share with drive strength beyond 1 is 36.1%.
- STA classifies the critical path endpoint as a primary output.
- The flip-flop count of the largest register, all copies and words added is 1,024.
- The number of global-route vias before repair is 29.7k.
- Per the synthesis report, the AND-OR/OR-AND share of the synthesized area is 4.79%.
- The detailed router placed 26.4k vias in this run.
- Global routing used 34.9% of the available tracks across all layers.
- The area growth from synthesis to layout is 14.0%.
- Per the run summary, max-cap violations total 0.
- The script parses the final routing iteration and logs DRC violations as 0.
- The initial antenna violation count is 0.
- Measured against the total synthesized area, the mux share comes to around 27%.
- The register share after synthesis is 65.1%.
- The first-pass GRT wire length is 206,000 um.
- Looking at the critical path, the single cell with the biggest stage delay is sky130_fd_sc_hd__and2_2.
- The region available for standard cell placement spans 0.0935 sq mm.
- The horizontal die dimension reported for this design is 309 um.
- The static leakage is 0.0168 uW.
- 0 antenna diodes ended up in the layout.
- Setup total negative slack on the finished layout was measured at 0 ns.
- The routed wire length per instance is 37.6 um.
- The level count of the clock H-tree is 3.
- Per the repair_timing log after CTS, setup buffers inserted total 0.
- The post-detailed-route via-to-cell ratio is 6.90.
- The worst hold path class is in2reg.
- The synthesized netlist devotes 0% of its cell area to XOR and XNOR gates.
- The worst setup path is of the in2out kind.
- The placement report lists the number of port buffers as 113.
- The final max-slew violation count recorded for this run is 0.
- The post-detailed-placement cell area is 0.0505 sq mm.
- The clock network burns between 40% and 50% of the power.
- The final timing summary puts the cycle share of the worst path at 89.3%.
- The areal power density over the cells is 279 mW/mm^2.
- The transition time recorded at the tightest slew-check pin is 1.08 ns.
- The placed wire-length estimate after detailed placement is 85,700 um.
- Per the timing report, the biggest fanout along the worst path comes to 43.
- The synthesis report lists the Yosys warning total as 1.
- The area of the mapped netlist is about 0.047 sq mm.
- With fillers left out, the area of the finished cells amounts to 0.0538 sq mm.
- The number of failing hold endpoints at the final stage is 0.
- After synthesis, the chip area reported by Yosys is 0.0472 sq mm.
- The share of total power consumed by net switching is between 20% and 30%.
- The family with the most delay on the worst path is buffers and inverters.
- More flip-flops sit in one register than any other, and that register is register.
- Of the total power, registers draw 50.7%.
- The sequential cells in the finished layout cover a total of 0.0307 sq mm.
- The final power report lists total power as 15,000 uW.
- After synthesis the netlist holds a flip-flop and latch count of a little over 1k.
- The clock edge transition at the registers on the reported setup and hold paths is about 0.06 ns.
- Along the critical path, the tally of buffer and inverter instances is 3.
- The largest net degree at the start of global routing is 73.
- The worst path in the final design needs a cycle of 5.63 ns, including I/O delays and setup.
- Per the slew report, the remaining headroom to the max-slew limit stands at between 20% and 30%.
- The highest clock rate this design can be run at is around 180 MHz.
- The count of different cell masters after synthesis is 28.
- Recorded from the global router log, the overflow total was 0.
- 114 I/O pins were placed.
- The iteration count of the initial detailed-routing pass is 5.
- The number of setup violations in the final report is 0.
- In this run, post-CTS hold repair placed 0 buffers.
- The count of filler cells inserted in the layout is roughly 6.7k.
- The power report puts the net switching power at 3420 uW.
- Looking at the clock tree report, the root buffer type is sky130_fd_sc_hd__clkbuf_16.
- The data required time at the worst endpoint is 5.04 ns.
- The maximum count of clock buffers along a single path is 3.
- The floorplan core density is 50.5%.
- Post-CTS repair changed the size of 0 cells.
- For reference, the post-synthesis area per instance comes to 20.3 sq um.
- The adder and majority gate portion of the synthesized area is 0%.
- The peak ir drop on the vdd network is 0.297 mV.
- After technology mapping, the gate count stands at 2,323.
- The critical path startpoint category is an input pin.
- The internal power of the cells totals 11,600 uW.
- In this run the remaining antenna-violating nets after routing total 0.
- In the final layout, the registers with the most flip-flops are register (1024).
- The TritonCTS clock tree is yes.
- The detailed router reported a total wirelength of between 100,000 and 150,000 um.
- The total area of multi-input combinational cells is between 0.015 and 0.02 sq mm.
- The number of clock buffers added by TritonCTS is 106.
- The most common logic cell in the final layout is sky130_fd_sc_hd__edfxtp_1.
- The number of standard-cell rows in the floorplan is between 100 and 150.
- The area share of and/or/nand/nor cells after synthesis is 0.811%.
- The power report attributes to the combinational group a share of under 10%.
[power groups by stage]
stage | combinational (uW) | clock (uW) | sequential, uW
after CTS | 1350 | 6120 | 7610
after global routing | 1440 | 6380 | 7620
final | 1360 | 6040 | 7610
[layer usage]
| layer | vias up | track usage, % | routed length [um] |
|---|---|---|---|
| met2 | 2128 | 48.2 | 66200 |
| li1 | 10586 | - | - |
| met4 | 8 | 6.82 | 3780 |
| met1 | 13420 | 45.9 | 45300 |
| met3 | 245 | 28.8 | 27800 |
| met5 | - | 3.84 | 481 |
[stage by stage]
| stage | std cells | setup WS (ns) | hold slack, ns | util (%) |
|---|---|---|---|---|
| after floorplan | 2323 | 2.31 | 1.36 | - |
| after global placement | 3632 | 0.740 | 2.09 | 54.0 |
| after detailed placement | 3632 | 0.742 | 2.10 | 54.0 |
| after CTS | 3824 | 0.719 | 1.36 | 57.6 |
| after global routing | 3824 | 0.482 | 1.40 | 57.6 |
| final | 3824 | 0.671 | 1.39 | 57.6 |
[final timing paths]
kind | from | slack, ns | to
worst max-delay path | readReg1[0] | 0.67 | read1[24]
worst min-delay path | dataWrite[26] | 1.39 | register[30][26]
[final cells by class]
class	instances	area share, %
Sequential cell	1024	57.1
Clock inverter	64	1.01
Inverter	2	0.0209
Multi-Input combinational cell	1097	29.3
Clock buffer	128	5.16
Tap cell	1254	2.91
Timing Repair Buffer	255	4.51
[Yosys cell counts]
cell | instances | share of area (%)
sky130_fd_sc_hd__inv_1 | 2 | 0.016
sky130_fd_sc_hd__nand3_1 | 2 | 0.021
sky130_fd_sc_hd__buf_6 | 10 | 0.24
sky130_fd_sc_hd__mux4_2 | 448 | 21
sky130_fd_sc_hd__or3_1 | 1 | 0.013
sky130_fd_sc_hd__mux2i_1 | 128 | 2.7
sky130_fd_sc_hd__o2111ai_1 | 12 | 0.22
sky130_fd_sc_hd__or3b_2 | 3 | 0.056
sky130_fd_sc_hd__nor2_1 | 39 | 0.31
sky130_fd_sc_hd__o221ai_1 | 64 | 1.2
sky130_fd_sc_hd__buf_8 | 3 | 0.095
sky130_fd_sc_hd__o21ai_0 | 30 | 0.32
sky130_fd_sc_hd__nor2b_1 | 4 | 0.053
sky130_fd_sc_hd__nand3b_1 | 5 | 0.080
sky130_fd_sc_hd__a221oi_1 | 52 | 0.96
sky130_fd_sc_hd__a31oi_1 | 64 | 0.85
sky130_fd_sc_hd__nand2_1 | 25 | 0.20
sky130_fd_sc_hd__and2_1 | 2 | 0.026
sky130_fd_sc_hd__clkbuf_1 | 102 | 0.81
sky130_fd_sc_hd__or2_2 | 2 | 0.026
sky130_fd_sc_hd__buf_1 | 5 | 0.040
sky130_fd_sc_hd__a22oi_1 | 64 | 1.0
sky130_fd_sc_hd__buf_4 | 14 | 0.22
sky130_fd_sc_hd__edfxtp_1 | 1024 | 65
sky130_fd_sc_hd__nand2b_1 | 2 | 0.026
sky130_fd_sc_hd__mux2_2 | 128 | 3.1
sky130_fd_sc_hd__o21ai_1 | 22 | 0.23
sky130_fd_sc_hd__buf_2 | 66 | 0.70
[logic make-up (layout without fill, tap and decap cells)]
family / Yosys count / in the layout
AOI/OAI and AO/OA: 308 / 308
buffers and inverters: 202 / 449
DFF: 1024 / 1024
muxes: 704 / 704
and+or+nand+nor: 85 / 85
Power figures rest on the tool's default switching activity, not on a simulated workload.
